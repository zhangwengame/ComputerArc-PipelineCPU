### flow/design.v
`timescale 1ns / 1ps
module ALUctr(ALUop, OP, Func, ALUoper);
input [2:0] ALUop;
input [5:0] OP;
input [5:0] Func;
output [4:0] ALUoper;
wire Addiu,Xori,Lui,Slti,Sltiu;
assign Addiu=(OP==6'b001001);
assign Xori=(OP==6'b001110);
assign Lui=(OP==6'b001111);
assign Slti=(OP==6'b001010);
assign Sltiu=(OP==6'b001011);
assign ALUoper[4]=Addiu|Xori|Lui|Slti|Sltiu;
assign ALUoper[3]=(~ALUop[2]&ALUop[1]&&(Func==6'b100001)) 
|(~ALUop[2]&ALUop[1]&&(Func==6'b100011)) 
|(~ALUop[2]&ALUop[1]&&(Func==6'b100110))  
|(~ALUop[2]&ALUop[1]&&(Func==6'b101011))  
|(~ALUop[2]&ALUop[1]&&(Func==6'b000100))  
|(~ALUop[2]&ALUop[1]&&(Func==6'b000110))  
|(~ALUop[2]&ALUop[1]&&(Func==6'b100111)) 
|(~ALUop[2]&ALUop[1]&&(Func==6'b000111)); 
assign ALUoper[2]=(~ALUop[2]&~ALUop[1]&ALUop[0])
|(~ALUop[2]&ALUop[1]&Func[5]&~Func[4]&~Func[3]&~Func[2]&Func[1]&~Func[0])
|(~ALUop[2]&ALUop[1]&Func[5]&~Func[4]&Func[3]&~Func[2]&Func[1]&~Func[0])
|(~ALUop[2]&ALUop[1]&~Func[5]&~Func[4]&~Func[3]&~Func[2]&Func[1]&~Func[0])  
|(~ALUop[2]&ALUop[1]&~Func[5]&~Func[4]&~Func[3]&~Func[2]&Func[1]&Func[0])  
|(~ALUop[2]&ALUop[1]&&(Func==6'b100011)) 
|(~ALUop[2]&ALUop[1]&&(Func==6'b101010))  
|(~ALUop[2]&ALUop[1]&&(Func==6'b000100))  
|(~ALUop[2]&ALUop[1]&&(Func==6'b000110))  
|(~ALUop[2]&ALUop[1]&&(Func==6'b000111)) 
|Sltiu;
assign ALUoper[1]=(~ALUop[2]&~ALUop[1]&~ALUop[0])|(~ALUop[2]&~ALUop[1]&ALUop[0])
|(~ALUop[2]&ALUop[1]&Func[5]&~Func[4]&~Func[3]&~Func[2]&~Func[1]&~Func[0])
|(~ALUop[2]&ALUop[1]&Func[5]&~Func[4]&~Func[3]&~Func[2]&Func[1]&~Func[0])
|(~ALUop[2]&ALUop[1]&Func[5]&~Func[4]&Func[3]&~Func[2]&Func[1]&~Func[0])
|(~ALUop[2]&ALUop[1]&~Func[5]&~Func[4]&~Func[3]&~Func[2]&~Func[1]&~Func[0])  
|(~ALUop[2]&ALUop[1]&&(Func==6'b100001)) 
|(~ALUop[2]&ALUop[1]&&(Func==6'b100011)) 
|(~ALUop[2]&ALUop[1]&&(Func==6'b101010))  
|(~ALUop[2]&ALUop[1]&&(Func==6'b101011))  
|(~ALUop[2]&ALUop[1]&&(Func==6'b000111))  
|Lui|Slti;
assign ALUoper[0]=(~ALUop[2]&ALUop[1]&Func[5]&~Func[4]&~Func[3]&Func[2]&~Func[1]&Func[0])
|(~ALUop[2]&ALUop[1]&Func[5]&~Func[4]&Func[3]&~Func[2]&Func[1]&~Func[0])
|(ALUop[2]&~ALUop[1]&ALUop[0])
|(~ALUop[2]&ALUop[1]&~Func[5]&~Func[4]&~Func[3]&~Func[2]&~Func[1]&~Func[0])  
|(~ALUop[2]&ALUop[1]&~Func[5]&~Func[4]&~Func[3]&~Func[2]&Func[1]&Func[0])   
|(~ALUop[2]&ALUop[1]&&(Func==6'b100110))  
|(~ALUop[2]&ALUop[1]&&(Func==6'b101010))  
|(~ALUop[2]&ALUop[1]&&(Func==6'b101011))  
|(~ALUop[2]&ALUop[1]&&(Func==6'b000110))  
|(~ALUop[2]&ALUop[1]&&(Func==6'b000111)) 
|Xori|Slti;
endmodule
### flow/config.mk
export PLATFORM = sky130hd
export DESIGN_NAME = ALUctr
export DESIGN_NICKNAME = ALUctr
export VERILOG_FILES = /design/flow/design.v
export SDC_FILE = /design/flow/constraint.sdc
export NUM_CORES = 4
export LEC_CHECK = 1
export CORE_AREA = 10 10 70 70
export DIE_AREA = 0 0 80 80
### flow/run.sh
#!/bin/bash
# OpenROAD 26Q1-2900-gdf79404cd8, Yosys 0.63+post, stock flow scripts
make -C /OpenROAD-flow-scripts/flow DESIGN_CONFIG=/design/flow/config.mk WORK_HOME=/design/flow/orfs finish
### flow/constraint.sdc
current_design ALUctr

set clk_period 2.1
set clk_io_pct 0.2

create_clock -name clk0 -period $clk_period

set non_clock_inputs [all_inputs -no_clocks]
set_input_delay [expr $clk_period * $clk_io_pct] -clock clk0 $non_clock_inputs
set_output_delay [expr $clk_period * $clk_io_pct] -clock clk0 [all_outputs]
==> flow_summary_export.csv <==
group,metric,value,unit
setup_path,crit_arrival,1.64,ns
final_layout,ff_latch_area,0,µm²
timing,setup_viol,0,
setup_path,path_class,"in -> out",
timing,fmax,485,MHz
final_layout,flow.area_growth_from_synthesis,181,%
timing,max-slew-margin-rel,85.1,%
drt,viasPerCell,3.54,
global_routing,grt_pass1_wl,2040,µm
pwr,cellPowerDensity,153,nW/µm²
setup_path,crit_path_end,"ALUoper[0]",
yosys,ys_chip_area,241,µm²
yosys,synth_area,241,µm²
clock_network,cts-hold-fix-buffers,0,
drt,drt_iter0_drc,31,
floorplan,initial_core_util,7.07,%
setup_path,cp-startpoint,"Func[4]",
floorplan,coreArea,3420,µm²
place,numPortBuffers,20,
global_routing,grt_antenna_before_repair,0,
yosys,syn_avg_cell_area,6.71,µm²
run_status,status,"finished, final reports clean",
floorplan,dieArea,6400,µm²
drt,antennaDiodeCount,0,
pwr,total_power,104,µW
timing,finalCritPeriodShare,98.1,%
job,maxCapViolations,0,
setup_path,endpoint_kind,"output pin",
floorplan,dieWidth,80,µm
timing,tightest_slew,0.222,ns
drt,vias,432,
timing,setup_ws,0.0397,ns
drt,wl,1210,µm
place,place.gp.congestion,0.775,
final_layout,instances_no_fill,122,
pwr,peakVddDrop,0.0198,mV
place,dp.cells,120,
timing,period_needed,2.06,ns
yosys,ys_seq_share,0,%
final_layout,flops,0,
pwr,p_leak,0.000323,µW
timing,slew_viol_final,0,
global_routing,first_global_vias,427,
setup_path,crit_fanout,2,
global_routing,track_usage,3.69,%
final_layout,clkbuf_count,0,
job,warnings,32,
yosys,ys_types,25,
floorplan,fp.dieH,80,µm
final_layout,layout-drive-gt1-share,48.7,%
final_layout,layout_top_cell,"buf_4",
drt,postRouteAntennaNets,0,
global_routing,overflow,0,
place,place_hpwl,1010,µm
final_layout,most-common-layout-cells,"18 x buf_4, 6 x buf_2, 5 x dlygate4sd2_1",
setup_path,startpoint_type,"primary input",
drt,wire_per_inst,9.92,µm
floorplan,num_rows,21,
yosys,netlist_instances,36,
floorplan,io_pins,20,
place,pre_cts_ws,-0.733,ns
drt,drt_first_pass_iters,4,
hold_path,hold_class,"in -> out",
setup_path,cp.required,1.68,ns
timing,finalHoldViolations,0,
yosys,synth_warnings,0,
drt,drc,0,
yosys,yosysCellCount,36,
global_routing,grt_max_degree,7,
-- layer usage --
layer | track usage (%) | up-vias | wire length, µm
met5 | 0 | - | 0
met4 | 0 | 0 | 0
met3 | 0.341 | 0 | 44
met2 | 6.66 | 7 | 615
met1 | 4.88 | 198 | 550
li1 | - | 227 | -
-- stage by stage --
stage	setup TNS [ns]	instance area, µm²	utilization (%)	hold slack [ns]
2_1_floorplan	0	241	-	0.913
3_3_place_gp	-2.49	634	18.6	1.86
3_5_place_dp	-2.50	634	18.6	1.87
4_1_cts	0	657	19.2	1.30
5_1_grt	-0.00645	679	19.9	1.33
6_report	0	679	19.9	1.30
-- critical path: stages --
cell and delay (ns):
buf_6 0.09, or3b_4 0.39, or4b_4 0.52, o2111ai_2 0.09, buf_2 0.13
-- synthesized netlist by cell type (all sizes together) (2+ instances only) --
cell / count / share of area, %
a22oi: 2 / 6.2
nor2: 4 / 6.2
a31oi: 2 / 5.2
inv: 2 / 3.1
nor3b: 2 / 6.2
nand2b: 2 / 5.2
nor2b: 2 / 5.2
nor3: 3 / 6.2
-- area by class of cell --
cell class                 count  area (µm²)
fill                         381        2740
inverter                       2        7.51
multi-input combinational     34         287
tap                           46        57.6
timing repair buffer          40         328
-- power by group --
group	switching [µW]	internal (µW)
logic	38.6	65.3
clock network	0	0
registers	0	0
-- repair_timing --
| item | in CTS | in global routing |
|---|---|---|
| setup endpoints to repair | 5 | 3 |
| setup buffers | 2 | 0 |
| pin swaps | 8 | 2 |
| resized | 47 | 6 |
-- worst min path at each step --
stage | start | endpoint | slack, ns | cells past startpoint
after CTS | ALUop[2] | ALUoper[0] | 1.30 | 5
after global routing | ALUop[2] | ALUoper[0] | 1.33 | 5
final | ALUop[2] | ALUoper[0] | 1.30 | 5
-- cell families after synthesis --
group,after synthesis,synth area share (%)
and+or+nand+nor,19,47.7
AOI/OAI and AO/OA,13,41.5
buffers and inverters,2,3.11
xor gates and xnor gates,1,3.63
muxes,1,4.15
Power and IR drop assume default switching activity.
