`flow/design.v`:
```
	`timescale 1ns / 1ps
module RegFile(PCclk, PCclk_, regA, regB, regW, Wdat, Adat, Bdat, RegWrite, regX, Xdat);
input PCclk;
input [9:0] PCclk_;
input [4:0] regA, regB, regW, regX;
input [31:0] Wdat;
input RegWrite;
output [31:0] Adat, Bdat, Xdat;
reg [31:0] iRegf[31:0];
reg [31:0] Adat;
reg [31:0] Bdat;
assign Xdat = iRegf[regX];
integer i;
initial begin
	for(i=0; i<32; i=i+1)begin
		iRegf[i] <= 0;
	end
end
always @(posedge PCclk_[3]) begin
	if(RegWrite) begin
		iRegf[regW] <= (regW == 5'b00000) ? 32'h0 : Wdat;
	end
end
always @(posedge PCclk_[2]) begin
	Adat <= iRegf[regA];
	Bdat <= iRegf[regB];
end
endmodule
```
`flow/run.sh`:
```
#!/bin/bash
# OpenROAD 26Q1-2900-gdf79404cd8, Yosys 0.63+post, stock flow scripts
make -C /OpenROAD-flow-scripts/flow DESIGN_CONFIG=/design/flow/config.mk WORK_HOME=/design/flow/orfs finish
```
`flow/config.mk`:
```
export PLATFORM = sky130hd
export DESIGN_NAME = RegFile
export DESIGN_NICKNAME = RegFile
export VERILOG_FILES = /design/flow/design.v
export SDC_FILE = /design/flow/constraint.sdc
export NUM_CORES = 4
export LEC_CHECK = 1
export CORE_UTILIZATION = 30
```
`flow/constraint.sdc`:
```
current_design RegFile

set clk_period 5.7
set clk_io_pct 0.2

create_clock -name clk0 -period $clk_period [get_ports {PCclk_}]

set non_clock_inputs [all_inputs -no_clocks]
set_input_delay [expr $clk_period * $clk_io_pct] -clock clk0 $non_clock_inputs
set_output_delay [expr $clk_period * $clk_io_pct] -clock clk0 [all_outputs]
```
==> reports/results.tsv <==
stage	metric	value	unit
run_status	run status	completed	
finish	area growth from synthesis to layout	15.0	%
finish	Final Util	0.348	
floorplan	area of the chip	199000	µm²
setup_path	Critical Path RT	4.56	ns
synthesis	Yosys top cell area share	0.519	
final_timing	Max-Slew Margin vs Limit	0.373	
clock_network	CTS sink cnt	1088	
floorplan	core area	196000	µm²
place	Port Buf Inserts	149	
synthesis	Cells after Synth	4643	
floorplan	Die Wd	446	µm
synthesis	chip area line of the yosys report	59200	µm²
floorplan	num ports	160	
final_timing	min Tclk post-route	5.15	ns
grt	Total Routing Usage GR	0.224	
clock_network	clk latency of the worst-skew pair	0.52	ns
grt	vias in the first global route	43725	
pwr	sw frac	0.199	
run	max_cap viols	0	
floorplan	Initial Util	0.303	
synthesis	asr flop ratio synth	0	
final_timing	Final WS setup	0.553	ns
grt	largest net degree at the start of global routing	86	
grt	busiest grt layer	met2	
grt	initial antenna violation count	16	
setup_path	startpoint types	primary input	
clock_network	post-CTS setup buffer count	0	
place	Placed Area	64300	µm²
finish	Post-Layout Inst Area	68100	µm²
synthesis	area leader, netlist	edfxtp_1	
run	tally of OpenROAD warnings	1268	
place	DP Wirelength	124000	µm
synthesis	Distinct cells, synth	25	
clock_network	Worst-path clk slew	0.05	ns
grt	met2 usage	0.335	
drt	DR DRC count	0	
synthesis	most common cell in the synthesized netlist	mux2i_1	
synthesis	synthesized area	59200	µm²
hold_path	Tightest Hold Check Type	reg2reg	
final_timing	f_max	194	MHz
place	Setup WS pre-CTS	0.588	ns
finish	layout cells sized above 1	0.0888	
final_timing	setup TNS	0	ns
final_timing	period utilization	0.903	
pwr	Static Leak	25.6	nW
drt	Iter 0 DRT Violations	3424	
setup_path	crit path DAT	4.01	ns
final_timing	Worst Clk Skew	0.238	ns
setup_path	CP Max Fanout	17	
drt	wire length per cell	29.0	µm
drt	vias after detailed routing	42123	
final_timing	Worst Max-Slew Pin Slew	0.939	ns
grt	first-pass GRT wire length	306000	µm
synthesis	synth cell count leaders	mux2i_1 (1536), edfxtp_1 (1024), nand2_1 (292)	
synthesis	mean post-synth cell area	12.8	µm²
grt	M1 GR Usage	0.266	
drt	first-pass detailed-route iteration total	6	
synthesis	flip-flops with a built-in enable	1024	
synthesis	ys cells	4643	
grt	met3 Usage GRT	0.126	
final_timing	Final setup violation count	0	
pwr	Worst VDD drop	0.200	mV
synthesis	register share after synthesis	0.541	
clock_network	CTS tree	yes	
grt	GR Overflow Total	0	
pwr	Comb power frac	0.132	
pwr	Net Switching	3.54	mW
floorplan	Rows	162	
drt	total wire length	216000	µm
final_timing	unrepaired setup endpoints after global routing	false	
clock_network	post-CTS sizing	0	
setup_path	WS Path Type	in2out	
synthesis	yosys synthesis warning count	1	
drt	Via density	5.66	
synthesis	Synth Flop Type	edfxtp_1	
finish	Comb area	25200	µm²
finish	fillers	18378	
pwr	Internal	14.3	mW
final_timing	Hold Fails Final Rpt	0	
setup_path	internal reg-to-reg setup slack	3.80	ns
place	GP Congestion	0.910	
pwr	Clock Power Share	0.363	
setup_path	critical path endpoint category	primary output	
floorplan	die height	446	µm
synthesis	Cell area leaders	edfxtp_1 (52%), mux2i_1 (26%), a22oi_1 (3.7%), a22o_1 (2.8%), nand3_1 (2.5%)	
pwr	sequential share of power	0.506	
clock_network	CTS Hold Buffers Added	0	
final_timing	Max Slew Vio Count	0	
synthesis	Yosys reg bits	1088	
drt	Final ANT Viol Nets	0	
pwr	P per Cell Area	262	nW/µm²
finish	sequential standard cell area	32000	µm²
critical path, cell delays in order:
cell and delay (ns):
clkdlybuf4s50_1 0.62, and2_4 0.45, buf_4 0.41, a21oi_1 0.13, a31oi_1 0.28, nand3_1 0.38, clkdlybuf4s50_1 0.54
area by class of cell:
type	instances	area share
sequential	1088	0.470
tap	2624	0.0482
clock inverter	82	0.0129
multi-input combinational	3174	0.369
clock buffer	129	0.0438
timing repair buffer	345	0.0557
antenna	3	0.000110
placed cells by master, fill, tap and decap left out, drive strengths merged, types with 96 or more instances in the layout:
cell / netlist / layout
a22oi: 288 / 288
nor3: 96 / 96
a22o: 192 / 192
a31oi: 96 / 96
a21oi: 288 / 288
nand2: 292 / 292
nand3: 290 / 290
edfxtp: 1024 / 1024
mux2i: 1536 / 1536
buf: 257 / 199
clkbuf: 124 / 129
clkdlybuf4s50: 0 / 146
logic make-up (layout without fill, tap and decap cells):
logic type	count (synthesis)	after routing	share of synthesized area
AND-OR/OR-AND	864	864	0.0994
other	0	3	0
flip-flops	1088	1088	0.541
multiplexers	1536	1536	0.260
buffers and inverters	381	556	0.0402
AND/OR/NAND/NOR	774	774	0.0600
routing by layer:
layer	up-vias	wire, µm	part of all wire
li1	18362	-	-
met1	20597	77100	0.36
met2	2604	97400	0.45
met3	546	29200	0.14
met4	14	12200	0.056
met5	-	82	0.00038
power groups by stage:
stage / sequential, mW / combinational (mW) / clock [mW]
CTS: 8.99 / 2.32 / 8.01
global route: 9.01 / 2.45 / 8.29
finish: 9.02 / 2.35 / 6.47
sequential cells by signal, indices dropped and copies added, names as in the netlist:
signal / count
Adat: 32
iRegf: 1024
Bdat: 32
per-stage QoR:
stage,total power [mW],instances,hold WS [ns]
global route,19.8,7444,1.02
CTS,19.3,7442,0.986
global placement,11.5,7231,0.656
floorplan,10.5,4643,0.602
finish,17.8,7445,0.914
detailed placement,11.5,7231,0.665
path summary, 6_finish.rpt:
path / from / to / cells past startpoint
setup / recovery: regX[0] / Xdat[12] / 7
hold / removal: iRegf[25][10]$_DFFE_PP_ / Bdat[10]$_DFF_P_ / 4
hold reg to reg: iRegf[25][10]$_DFFE_PP_ / Bdat[10]$_DFF_P_ / 4
setup reg to reg: iRegf[5][3]$_DFFE_PP_ / Bdat[3]$_DFF_P_ / 5
Power and IR drop assume default switching activity.
